[./design.v]
module Advanced_DigitalClock(AM, PM, min, hrs, clk, switch, setTime, setAM, setPM, setMin, setHrs, alarmhr, alarmmin, alarm, alarmPM, alarmAM, snooze);
input clk;
input switch;  
input wire[5:0] setMin;
input wire[4:0] setHrs;
input wire setAM;
input wire setPM;
input setTime;
input [4:0]alarmhr;
input [5:0]alarmmin;
input alarmPM;
input alarmAM;
input snooze;
output reg[5:0] min;
output reg[4:0] hrs;
output reg AM, PM;  
output reg alarm;
initial begin
min = 6'b000000;
hrs = 5'b00001;
alarm = 1'b0;
AM = 1'b1;
PM = 1'b0;
end
always @(posedge clk) begin
   if(setTime) begin  
      min = setMin;
      hrs = setHrs;
      if(switch) begin  
	 AM = setAM;
	 PM = setPM;
      end
      else if(~switch) begin  
	 AM = 0;
	 PM = 0;
      end
   end
   else
   if(switch) begin  
      if(clk) begin
	 min = min + 1;
	 if(min == 60) begin  
	    min = 0;
	    hrs = hrs + 1;
	    if(hrs == 12) begin  
	       AM = ~AM;
	       PM = ~PM;
	    end
	    else if(hrs == 13) begin  
	       hrs = 1;
	    end
	 end
	 else if (hrs > 12) begin  
	    hrs = hrs - 12;        
	    PM = 1;
	 end
      end
      if((min == alarmmin)&&(hrs==alarmhr)&&(alarmPM==1)&&(PM==1))begin  
	 alarm = 1;
      end
      else if((min == alarmmin)&&(hrs==alarmhr)&&(alarmAM==1)&&(AM==1))begin  
	 alarm = 1;
      end
      if((alarm==1)&&(min == alarmmin+1)&&(hrs==alarmhr))begin  
	 alarm = 0;
      end  
      if((snooze==1)&&(min == alarmmin+10)&&(hrs==alarmhr)&&(alarmPM==1)&&(PM==1))begin  
	 alarm = 1;
      end
      else if((snooze==1)&&(min == alarmmin+10)&&(hrs==alarmhr)&&(alarmAM==1)&&(AM==1))begin  
 	 alarm = 1;
      end
      if((alarm==1)&&(min == alarmmin+11)&&(hrs==alarmhr))begin  
	 alarm = 0;
      end  
   end
   else if(~switch) begin  
      if(clk) begin
	 min = min + 1;
	 if(min == 60) begin  
	    min = 0;
	    hrs = hrs + 1;
	    if(hrs == 24) begin  
	       hrs = 0;
	    end
	 end
	 else if(PM == 1) begin  
	    hrs = hrs + 12;      
	    PM = 0;  
	    AM = 0;
	 end
	 else if(AM == 1) begin  
	    hrs = hrs;		  
	    AM = 0;
	    PM = 0;
	 end
      end
      if((min == alarmmin)&&(hrs==alarmhr))begin
	 alarm = 1;
      end
      if((min == alarmmin+1)&&(hrs==alarmhr))begin  
	 alarm = 0;
      end
      if((snooze==1)&&(min == alarmmin+10)&&(hrs==alarmhr))begin  
	 alarm = 1;
      end
      if((min == alarmmin+11)&&(hrs==alarmhr))begin  
	 alarm = 0;
      end
   end
end
endmodule
[./constraint.sdc]
current_design Advanced_DigitalClock

set clk_period 4.4
set clk_io_pct 0.2

create_clock -name clk0 -period $clk_period [get_ports {clk}]

set non_clock_inputs [all_inputs -no_clocks]
set_input_delay [expr $clk_period * $clk_io_pct] -clock clk0 $non_clock_inputs
set_output_delay [expr $clk_period * $clk_io_pct] -clock clk0 [all_outputs]
[./config.mk]
export PLATFORM = sky130hd
export DESIGN_NAME = Advanced_DigitalClock
export DESIGN_NICKNAME = Advanced_DigitalClock
export VERILOG_FILES = /design/flow/design.v
export SDC_FILE = /design/flow/constraint.sdc
export NUM_CORES = 4
export LEC_CHECK = 1
export CORE_AREA = 10 10 102 102
export DIE_AREA = 0 0 112 112
[./run.sh]
#!/bin/bash
# OpenROAD 26Q1-2900-gdf79404cd8, Yosys 0.63+post, stock flow scripts
make -C /OpenROAD-flow-scripts/flow DESIGN_CONFIG=/design/flow/config.mk WORK_HOME=/design/flow/orfs finish
==> flow_summary.yaml <==
# yosys + openroad results
critical_path:
  timing_worst_setup_path_type: "clock port to register"
  cp-startpoint: "clk"
  critPathMaxFanout: 4
  cp.arrival_ps: 4790
  crit_path_start_kind: "clock port"
  max_stage_delay_ps: 300
  r2r-start: "min[0]$_DFF_P_"
  worst_ep_required_time_ps: 4560
  critical_path.most_common_cell: "clkbuf_8"
  critical_path.cell_chain: "clkbuf_16 > clkbuf_16 > clkbuf_16 > nand3b_1 > o21ai_4 > buf_6 > nand3_4 > clkbuf_8 > a21oi_1 > clkbuf_8 > clkbuf_8 > nor3_4 > o21ai_2 > a211o_1 > buf_4 > clkbuf_8 > nor2_4 > a211oi_2"
  worst_setup_path_end_kind: "register"
  timing.critical_path.slowest_stage_cell: "a211o_1"
grt:
  wire_length_of_the_first_global_routing_pass_um: 26200
  global_route.usage.met1_pct: 22.5
  global_route.peak_usage_layer: "met3"
  track_usage_pct: 27.7
  antenna_found_initial: 0
  largest_net_degree_at_the_start_of_global_routing: 22
  grt.met2_usage_pct: 25.1
  globalRouteMet3Util_pct: 39.0
  grt_pass1_vias: 5847
  grt-ovfl-total: 0
synth:
  yosys_stat_cell_total: 331
  yosys_warnings: 1
  synth_area_um2: 2350
  ys_area_um2: 2350
  synth_top_flop_cell: "dfxtp_1"
  asyncSetResetFlopFracSynth_pct: 0
  synth.lib_cells_used.distinct: 70
  syn_area_per_cell_um2: 7.10
  synth.ff_latch_count: 14
  enable_flop_cells: 3
  synth.yosys.seq_area_share_pct: 13.2
  post_synth_inst_count: 331
floorplan:
  design.die.area_um2: 12500
  fp_util_pct: 28.6
  die_height_um: 112
  core.rowCount: 33
  floorplan.io_pins: 44
  die_width_um: 112
  core_region_area_um2: 8220
layout:
  drive_above_1_share_pct: 40.5
  final-comb-area_um2: 2360
  area.sequential_um2: 310
  final.fill_count: 475
  lay_top_count: "clkbuf_8"
  area_growth_pct: 139
  postLayoutCoreUtil_pct: 68.3
  layout.cells.most_common_list: "94 x clkbuf_8, 43 x clkdlybuf4s50_1, 37 x inv_1"
sta:
  fin_worst_skew_ps: 17.6
  slew_viol_final: 0
  timing.final.hold_violations: 0
  max-slew-margin-rel_pct: 40.6
  worstMarginPinSlew_ps: 883
  setup_slack_ps: -233
  report.final.setup_viol: 2
  fin_worst_hold_slack_ps: 493
  rsz0062_at_grt: "true"
route:
  detail_route.vias_per_cell: 6.52
  routed-via-count: 4371
  antennaDiodeCount: 0
  remaining_drc_errors: 0
  detail_route.wirelength_um: 17100
  detail_route.first_pass.iterations: 13
  route.detailed.wl_per_inst_um: 25.5
  first_iter_violations: 892
  drt.antenna.violating_nets: 0
run_status:
  violated_checks: "setup timing"
  outcome: "complete, but fails checks"
worst_hold_path:
  hold_class: "clock port to register"
  hold_start: "clk"
power:
  power.density_cell_area_nw_per_um2: 996
  power_mw: 5.58
  leakage_nw: 2.42
  max-vdd-ir-drop_mv: 0.499
place:
  numPortBuffers: 43
  dpl_worst_slack_ps: 379
  dp.final_hpwl_um: 5700
  globalplace.congestion: 0.908
clock_network:
  worstSkewPairLatency_ps: 400
  cts.clk_slew.worst_paths_ps: 120
  cts_tree: "yes"
flow_run:
  cap_violations: 0
  log.warning_count: 138
-- cells by family after synthesis --
group | Yosys count | synth area share [%]
adder cells (fa/ha/maj) | 10 | 5.33
buffers and inverters | 42 | 7.25
multiplexers | 15 | 6.55
flip-flops | 14 | 13.2
AND-OR/OR-AND | 101 | 29.1
AND/OR/NAND/NOR | 124 | 28.0
XOR/XNOR | 25 | 10.6
-- per-stage QoR --
stage	instances	setup TNS, ps	instance area, µm²
final	670	-464	5610
after floorplan	331	0	2350
after CTS	665	-492	5470
after global routing	670	-606	5610
after global placement	462	0	2840
after detailed placement	462	0	2840
-- cells in the mapped netlist (3+ instances only) --
library cell / number / area [µm²]
and3_1: 8 / 50.1
nand3_1: 12 / 60.1
mux2i_1: 12 / 120
inv_1: 23 / 86.3
dfxtp_1: 11 / 220
nor2b_1: 3 / 18.8
edfxtp_1: 3 / 90.1
xor2_1: 6 / 52.6
clkbuf_1: 12 / 45.0
nor2_1: 21 / 78.8
nor4_1: 3 / 18.8
nor3_1: 12 / 60.1
nand2_1: 31 / 116
xnor2_2: 3 / 48.8
nand4_1: 5 / 31.3
ha_1: 10 / 125
a31oi_1: 6 / 37.5
a31o_2: 3 / 26.3
xnor2_1: 15 / 131
o31ai_1: 3 / 22.5
a21oi_1: 29 / 145
nand2b_1: 4 / 25.0
mux2_2: 3 / 33.8
o211ai_1: 5 / 37.5
o21ai_0: 20 / 100
nor3b_1: 3 / 22.5
buf_2: 4 / 20.0
or3_1: 3 / 18.8
-- per-layer routing --
| layer | up-vias | share of wire, % | wire, µm |
|---|---|---|---|
| met5 | - | 0.40 | 68 |
| met4 | 4 | 10 | 1750 |
| met3 | 217 | 19 | 3220 |
| met2 | 576 | 35 | 5910 |
| met1 | 1916 | 36 | 6130 |
| li1 | 1658 | - | - |
-- sequential cells by signal, summed over array words and instances, names as in the netlist --
name	count
hrs	5
alarm	1
PM	1
AM	1
min	6
-- path summary, 6_finish.rpt --
check / endpoint / slack (ps) / depth (start not counted)
max reg2reg: alarm$_DFFE_PP_ / 160 / 14
min: AM$_DFFE_PP_ / 490 / 5
min reg2reg: hrs[1]$_DFF_P_ / 760 / 2
max: alarm$_DFFE_PP_ / -230 / 18
-- what timing repair did --
item	in CTS	in global routing
pin swaps	27	12
endpoints found under the hold margin	0	0
hold buffers	0	0
setup endpoints to repair	3	2
setup buffers	24	9
gates resized	77	30
-- layout make-up --
cell class                 count  share of cell area [%]
multi-input combinational    275                    42.1
clock buffer                 186                    38.4
timing repair buffer          44                    7.81
sequential                    14                    5.53
tap                          105                    2.34
clock inverter                23                    2.32
inverter                      23                    1.54
-- power breakdown --
group	switching, mW	internal [mW]	total, mW	leakage, nW
sequential	0.160	0.181	0.341	0.124
clock	1.82	2.85	4.67	1.77
combinational	0.349	0.224	0.573	0.523
total	2.33	3.25	5.58	2.42
-- critical path, delay by kind of cell --
| family | cells | cell delay [ps] |
|---|---|---|
| buf+inv | 9 | 1330 |
| compound gates | 5 | 640 |
| simple gates | 4 | 610 |
Power is estimated from default activity; no workload was simulated.
